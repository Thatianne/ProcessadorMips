`run.sh`:
```
#!/bin/bash
# OpenROAD 26Q1-2900-gdf79404cd8, Yosys 0.63+post, stock flow scripts
make -C /OpenROAD-flow-scripts/flow DESIGN_CONFIG=/design/flow/config.mk WORK_HOME=/design/flow/orfs finish
```
`design.v`:
```
module IF(clock, addrBranch, isBranch, pcWrite, pc4, instruction);
input clock;
input [31:0] addrBranch;
input isBranch;  
input pcWrite;  
output reg [31:0] pc4;
output wire [31:0] instruction;
wire [31:0] nextPc;
wire [31:0] currentPc;
Mux32bits mux (isBranch, pc4, addrBranch, nextPc);
Pc pc (nextPc, pcWrite, currentPc);
MemInstruction mem(currentPc, instruction);
always@(posedge clock)
begin
	pc4 = currentPc + 1'b1;  
end
endmodule
module MemInstruction(pc,instruction); 
    input [31:0] pc; 
    output [31:0] instruction; 
    reg [31:0] regInstruction[511:0]; 
    assign instruction = regInstruction[pc];  
endmodule 
module Mux32bits(select, pc4 , branch, out);
input select; 
input [31:0] pc4, branch; 
output reg [31:0] out; 
always@(select, pc4 , branch) 
begin 
  case(select) 
      1'b0: 
        out <= pc4; 
      1'b1: 
        out <= branch; 
  endcase 
end 
endmodule 
module Pc(nextPc, pcWrite, currentPc);
input [31:0] nextPc;
input pcWrite;
output reg [31:0] currentPc;
always@(*)
begin
	if(pcWrite)
	begin
		currentPc = nextPc;
	end
end
endmodule
```
`config.mk`:
```
export PLATFORM = sky130hd
export DESIGN_NAME = IF
export DESIGN_NICKNAME = IF
export VERILOG_FILES = /design/flow/design.v
export SDC_FILE = /design/flow/constraint.sdc
export NUM_CORES = 4
export LEC_CHECK = 1
export CORE_UTILIZATION = 50
export SYNTH_MEMORY_MAX_BITS = 65536
```
`constraint.sdc`:
```
current_design IF

set clk_period 1.0
set clk_io_pct 0.2

create_clock -name clk0 -period $clk_period [get_ports {clock}]

set non_clock_inputs [all_inputs -no_clocks]
set_input_delay [expr $clk_period * $clk_io_pct] -clock clk0 $non_clock_inputs
set_output_delay [expr $clk_period * $clk_io_pct] -clock clk0 [all_outputs]
```
==> run notes <==
run metrics: outcome=completed, CP max stage cell=dfxtp_2, fin crit period=0.9644 ns, hpwl dp=2931 um, Worst Path Required=0.80 ns, post-synth cell types=27, CP startpoint kind=flop, FFs w/ async S/R, synth=0%, Mapped Area=2402 um2, XOR-XNOR Cells, Area Fraction=10.94%, cells after synthesis=224, register pins left without a clock=32, CTS Hold Bufs=0, post-synth top area cell=dfxtp_1, Peak VDD IR=0.4791 mV, max incr delay on CP=0.33 ns, # diodes=0, Vias/cell=4.781, dpl ws=0.005536 ns, clock-pin slew on the worst setup and hold paths=0.06 ns, simple share=14.48%, Root Buffer=clkbuf_8, CP Capture Type=primary output, layout cells sized above 1=31.96%, Yosys reg bits=64, Avg Inst Size Synth=10.72 um2, violation tally from detailed-route iteration zero=73, Buf+Inv Stages, Crit Path=1, H-tree lvl count=2, drt drc=0, vias in the first global route=1,564, total grt overflow=0, final RePlAce weighted congestion=0.7777, Area Overhead vs Synth=25.52%, CP arrival=0.76 ns, first-pass GRT wire length=7155 um, # Cells Yosys=224, Initial Util=53.69%, Ys Warns=3, Mux area share=15.00%, Die Y=71.32 um, CTS tree=done, Horiz. Die Dim=71.32 um, Finish-stage setup viols=0, P per Cell Area=944.8 nW/um2, Final Hold Violation Tally=0, ys flop type=dlxtp_1, Largest delay share family, worst path=flip-flops, max frequency=1037 MHz, Pleak=1.274 nW, Log Warnings=26, Hold Crit Class=reg -> out, yosys aoi share=0%, RSZ-0062 raised after global routing=false, Max Fanout on Critical Path=2, die area=5086 um2, top cells by area=dfxtp_1 (27%), dlxtp_1 (20%), mux2_2 (14%), final WL=4189 um, CP cell instances=clkdlybuf4s15_1, Adder Share, Synth=0.5208%, cts bufs inserted=5, Tcrit/Tclk final=96.44%, endpoints left unconstrained=64, core area=4474 um2, Setup Crit Path Kind=reg -> out, I/O pin cnt=99, total track usage=18.07%, Synth logic family=multiplexers, sum of negative setup slack=0 ns, most frequent cells after synthesis=buf_4 (32), dfxtp_1 (32), dlxtp_1 (32), Cell Count, Final, Fillers Out=343, placed insts=336, clock buffer depth=2, post-synth top area share=26.67%, First-pass DRT Iterations=24, EDFF count, synth=0, via count=1,640, Rows=24, mean routed wirelength per cell=12.21 um, postcts setup bufs=0, largest net degree at the start of global routing=33, max-slew violation total from the final report=0, Setup WS post-layout=0.03559 ns, Yosys chip area=2402 um2, PortBufs=66, Max Cap Viol=0, Pwr Total=0.002849 W, Final ANT Viol Nets=0, initial antenna violation count=0, worst hold margin=0.8713 ns
routing by layer:
metal | global-route usage, % | vias up | routed length [um]
met1 | 28.89 | 735 | 2023
met5 | 0 | - | 0
met2 | 28.04 | 63 | 1893
li1 | - | 838 | -
met3 | 3.138 | 4 | 241
met4 | 1.778 | 0 | 30
layout make-up:
type                       count  area (um2)
fill                         374        1459
sequential                    64        1161
multi-input combinational    150        1104
timing repair buffer          68       600.6
clock buffer                   6       72.57
tap                           52       65.06
inverter                       2       7.507
clock inverter                 1       5.005
power by group:
group / leakage, nW / total [W] / switching [W] / internal, W
combinational: 0.709 / 0.000400 / 0.000113 / 0.000288
clock: 0.0410 / 0.000925 / 0.000452 / 0.000472
sequential: 0.524 / 0.00152 / 0.0000748 / 0.00145
sequential cells by signal, indices dropped and copies added, names as in the netlist:
| signal | flops |
|---|---|
| pc.currentPc | 32 |
| pc4 | 32 |
cells in the final DEF, fill, tap and decap left out, types with 15 or more instances in the layout:
master,count
dfxtp_2,32
clkdlybuf4s15_1,17
nand4_1,16
clkdlybuf4s50_1,34
conb_1,32
mux2_2,30
xnor2_1,27
dlxtp_1,32
clkbuf_2,15
repair_timing:
action / 4_1_cts / 5_1_grt
cloned: 0 / 0
resized: 96 / 15
setup endpoints to repair: 32 / 15
stage by stage:
step                area [um2]  utilization (%)
CTS                       3090            69.07
global placement          2973            66.44
detailed placement        2973            66.44
global route              3015            67.39
floorplan                 2519                -
finish                    3015            67.39
path summary, 6_finish.rpt:
path | start | end | cells past startpoint
worst min-delay path | pc4[19] | pc4[19] | 1
worst max-delay path | pc4[16] | pc4[16] | 1
logic make-up after synthesis:
logic type	after synthesis
and+or+nand+nor	55
DFF	32
muxes	32
adders and majority gates	1
buffers and inverters	41
xor gates and xnor gates	30
latches	32
other	1
Power is estimated from default activity; no workload was simulated.
