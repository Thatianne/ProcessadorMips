**/design/flow/run.sh**
```bash
#!/bin/bash
# OpenROAD 26Q1-2900-gdf79404cd8, Yosys 0.63+post, stock flow scripts
make -C /OpenROAD-flow-scripts/flow DESIGN_CONFIG=/design/flow/config.mk WORK_HOME=/design/flow/orfs finish
```
**/design/flow/config.mk**
```make
export PLATFORM = sky130hd
export DESIGN_NAME = ALUController
export DESIGN_NICKNAME = ALUController
export VERILOG_FILES = /design/flow/design.v
export SDC_FILE = /design/flow/constraint.sdc
export NUM_CORES = 4
export LEC_CHECK = 1
export CORE_AREA = 10 10 70 70
export DIE_AREA = 0 0 80 80
```
**/design/flow/constraint.sdc**
```tcl
current_design ALUController

set clk_period 3.0
set clk_io_pct 0.2

create_clock -name clk0 -period $clk_period

set non_clock_inputs [all_inputs -no_clocks]
set_input_delay [expr $clk_period * $clk_io_pct] -clock clk0 $non_clock_inputs
set_output_delay [expr $clk_period * $clk_io_pct] -clock clk0 [all_outputs]
```
**/design/flow/design.v**
```verilog
module ALUController(funct, opcode, ALUop); 
    input [5:0] funct; 
    input [5:0] opcode;
    output reg [3:0] ALUop;  
    always @(*) begin
        case (opcode)  
        6'b000000: 
            case (funct)  
            6'b000000:   ALUop = 4'd8;
            6'b000010:   ALUop = 4'd9;
            6'b000011:   ALUop = 4'd10;
            6'b100001:  ALUop = 4'd0;
            6'b100011:  ALUop = 4'd1;
            6'b100100:   ALUop = 4'd4;
            6'b100101:    ALUop = 4'd5;
            6'b100110:   ALUop = 4'd6;
            6'b100111:   ALUop = 4'd11;
            6'b101010:   ALUop = 4'd2; 
            default:ALUop = 4'd15;
            endcase
        6'b100000,6'b100001,6'b100011,6'b100100,6'b100101,6'b101000,6'b101001,6'b101011, 
        6'b001001: ALUop = 4'd0; 
        6'b001111:   ALUop = 4'd7;
        6'b001010:  ALUop = 4'd2;
        6'b001011: ALUop = 4'd3;
        6'b001100:  ALUop = 4'd4;
        6'b001101:   ALUop = 4'd5;
        6'b001110:  ALUop = 4'd6;
        default: ALUop = 4'd15; 
        endcase
    end
endmodule 
```
==> summary.txt <==
flow finished, numbers: outcome=complete, no violations, max_slew headroom=82.9%, detailed-route wire length=1140 um, via count=448, pin count of the biggest net entering global routing=9, Finished Layout Cells=121, CP Cell Sequence=clkdlybuf4s50_1 > a21boi_0 > o21bai_1 > a31oi_2 > buf_4 > o211ai_1 > clkdlybuf4s50_1, global-route wire length before repair=1940 um, yosys stat area=320 sq um, highest achievable clock rate=348 MHz, Worst setup SP type=primary input, RSZ-0062 raised after global routing=no, Syn Inst Count=50, post-DR vias/cell=3.70, # clk buffers=0, DPL Wire Length=979 um, crit path time final=2.87 ns, pre-CTS setup slack=0.0224 ns, height of the die=80 um, # Cells Yosys=50, Critical Path Most Common Cell=clkdlybuf4s50_1, Avg Inst Size Synth=6.41 sq um, DP Area=598 sq um, final design area excluding fillers=619 sq um, n_diodes=0, Final Hold Fails=0, cell taking the most area after synthesis=o21ai_0, synth warn=1, FF/Latch Area=0 sq um, Filler cells=402, hold slack=2.12 ns, total leakage power=0.251 nW, initial DRC count=36, CP required=2.40 ns, P&R area growth vs syn=93.4%, gr ovfl total=0, Yosys cell types=27, crit path launch=opcode[2], Total GRT Usage=3.51%, Top cells excl fill/tap=clkdlybuf4s50_1 (12), buf_4 (11), nor2_1 (4), o21ai_1 (4), dlymetal6s2s_1 (4), crit path DAT=2.27 ns, WS Path Type=primary input to output pin, CORE AREA=3420 sq um, seq_cells=0, Final Wtd Congestion=0.726, period utilisation layout=95.8%, Crit path largest cell delay=0.55 ns, Peak supply drop=0.0471 mV, Seq/Total Area, Yosys=0%, Worst Tran Pin Value=0.256 ns, port bufs=16, vias in the first global route=457, Mapped Area=320 sq um, die width=80 um, pwr/cell area=115 nW/um^2, Yosys top cell area share=9.38%, DRC Markers=0, Setup crit end=ALUop[1], share of cells above drive strength 1=20.0%, post-detailed-route count of antenna-violating nets=0, IO Pins=16, most frequent logic cell in the layout=clkdlybuf4s50_1, pins over their slew limit=0, Final Setup Violations=0, Tool Warnings=32, Min-Delay Path Class=primary input to output pin, row count=21, WL per Instance=9.45 um, final core occ=18.1%, Pwr Total=71.0 uW, post-route worst setup slack=0.125 ns, maxcap violations=0, Setup TNS=0 ns, CP endpoint kind=output pin, Main area contributors=o21ai_0 (9.4%), buf_6 (7.0%), nor2_1 (7.0%), Post-CTS Setup Inserts=0, initial antenna violation count=0, Placed Cells=121, fp util=9.38%, die footprint=6400 sq um, CP max stage cell=clkdlybuf4s50_1, drt first pass iters=4, crit path max fanout=5
synthesized netlist by cell type:
master and count:
nand4b_1 1, nor2_1 6, nor2b_1 3, nor3_1 2
and2b_1 1, nand3_1 3, nand2b_1 2, a2111o_1 1
o21ai_0 6, nand2_1 2, o32a_1 1, o21a_1 1
nand4_1 3, buf_6 2, xor2_1 1, o21ai_1 1
a21boi_0 2, nor2b_4 1, and3_1 1, a211oi_1 1
and4b_1 1, a31oi_1 2, nand3b_1 1, inv_1 2
o21bai_1 1, a2bb2oi_1 1, o211ai_1 1
metal layers:
| layer | track usage (%) | routed length [um] | vias up |
|---|---|---|---|
| li1 | - | - | 242 |
| met1 | 4.81 | 566 | 197 |
| met2 | 6.02 | 530 | 9 |
| met3 | 0.455 | 46 | 0 |
| met4 | 0 | 0 | 0 |
| met5 | 0 | 0 | - |
layout make-up:
type                       instances  area, sq um  share of cell area (%)
timing repair buffer              27          253                    40.8
tap                               46         57.6                    9.29
inverter                           2         7.51                    1.21
multi-input combinational         46          302                    48.7
where the power goes:
| part | switching (mW) | internal, mW | total [mW] |
|---|---|---|---|
| clock network | 0 | 0 | 0 |
| logic | 0.0278 | 0.0432 | 0.0710 |
| registers | 0 | 0 | 0 |
| total | 0.0278 | 0.0432 | 0.0710 |
cell families after synthesis:
| logic type | share of synthesized area [%] |
|---|---|
| AND-OR/OR-AND | 38.3 |
| buffers and inverters | 9.38 |
| AND/OR/NAND/NOR | 49.6 |
| XOR/XNOR | 2.73 |
critical path: cells and delay by family:
kind | cells | cell delay, ns
buf+inv | 3 | 1.19
compound gates | 4 | 0.48
worst min path at each step:
stage,startpoint,end,cells past startpoint
after global routing,opcode[3],ALUop[1],5
final,opcode[3],ALUop[1],5
after CTS,funct[4],ALUop[2],4
timing repair:
item,in CTS,in global routing
setup endpoints to repair,0,4
gates resized,0,10
hold buffers,0,0
No activity file was given, so power comes from the tool's default toggle rates.
