--- ./design.v ---
module IFID(clock, flush, write, pc, instruction, pcReg, instructionReg); 
	input clock, flush, write; 
	input [31:0] pc, instruction;
	output [31:0] instructionReg, pcReg; 
	reg [31:0] instructionReg, pcReg; 
	initial begin 
		instructionReg = 0; 
		pcReg = 0; 
	end 
	always@(posedge clock) 
	begin 
		if(flush) 
		begin 
		   instructionReg <= 0; 
		   pcReg <=0; 
		end 
		else if(write) 
		begin 
		   instructionReg <= instruction; 
		   pcReg <= pc; 
		end 
	end 
endmodule
--- ./config.mk ---
export PLATFORM = sky130hd
export DESIGN_NAME = IFID
export DESIGN_NICKNAME = IFID
export VERILOG_FILES = /design/flow/design.v
export SDC_FILE = /design/flow/constraint.sdc
export NUM_CORES = 4
export LEC_CHECK = 1
export CORE_UTILIZATION = 30
--- ./constraint.sdc ---
current_design IFID

set clk_period 1.0
set clk_io_pct 0.2

create_clock -name clk0 -period $clk_period [get_ports {clock}]

set non_clock_inputs [all_inputs -no_clocks]
set_input_delay [expr $clk_period * $clk_io_pct] -clock clk0 $non_clock_inputs
set_output_delay [expr $clk_period * $clk_io_pct] -clock clk0 [all_outputs]
--- ./run.sh ---
#!/bin/bash
# OpenROAD 26Q1-2900-gdf79404cd8, Yosys 0.63+post, stock flow scripts
make -C /OpenROAD-flow-scripts/flow DESIGN_CONFIG=/design/flow/config.mk WORK_HOME=/design/flow/orfs finish
==> impl_metrics.ini <==
; synthesis and place-and-route metrics
[floorplanning]
initCoreUtil_pct = 31.25
core_region_area_um2 = 7331
die-area_um2 = 7990
dieWidth_um = 89.39
die_height_um = 89.39
io_pins = 131
rows = 31

[yosys]
top_cells_by_area = dfxtp_1 (56%), mux2i_1 (28%), nor2_1 (10%), buf_8 (3.9%), buf_1 (0.98%)
ys_warn_count = 1
top_area_cell = dfxtp_1
flop_cell = dfxtp_1
edf_count = 0
ys_ff = 64
ys_seq_share_pct = 55.93
yosysChipArea_um2 = 2291
synthArstFlopShare_pct = 0
yosys_cells = 206
syn-cell-area_um2 = 2291
top_area_share_pct = 55.93
common_cells = dfxtp_1 (64), mux2i_1 (64), nor2_1 (64)
yosysUniqueCellTypes = 7
syn_inst = 206
avgSynthCellArea_um2 = 11.12

[final_timing]
tightest_slew_ps = 212.8
grt_setup_unrepaired = false
fin_skew_ps = 0
fin_crit_sh_pct = 94.72
fin_hold_ws_ps = 318.9
setup_violations = 0
slew-limit-headroom_pct = 85.81
maxSlewViolCount = 0
hold_viol_final = 0
period_minus_slack_ps = 947.2
setup_tns_ps = 0
fmax_mhz = 1056

[global_route]
grt_overflow = 0
grt_pass1_wl_mm = 8.135
use_met1_pct = 19.83
grt_pass1_vias = 1713
grtUsageMet3_pct = 3.090
grt_busiest_layer = met2
grt_max_degree = 30
antenna_found_initial = 0
grt_use_total_pct = 13.25
use_met2_pct = 20.33

[placement]
port_buffers = 130
gp_congestion = 0.7209
place_area_um2 = 3675
post-dp-hpwl_mm = 3.657

[power_and_ir_drop]
power_density_nw_per_um2 = 1531
power_frac_comb_pct = 13.4
switching_share_pct = 21.22
ir_drop_mv = 0.5610
seq_power_share_pct = 50.6
p_int_mw = 4.360
p_switching_mw = 1.174
p_leak_nw = 1.768
p_clk_share_pct = 36.0

[run]
warnings = 25
maxCapViolations = 0

[worst_setup_path]
path_max_fanout = 2
critPathKind = flop to primary output
path_delay_family = flip-flops
slowest_delay_ps = 320
r2r-start = instructionReg[2]
cp_slowest_cell = dfxtp_2
worstSetupStartpointType = flop
cp_cell_sequence = buf_2
cp-startpoint = instructionReg[14]
cp.buffers_inverters = 1
cp.arrival_ps = 750
cp.required_ps = 800
crit_path_end_kind = primary output

[detailed_routing]
diodes = 0
antenna_violating_nets_post_route = 0
dr.pass1.iters = 2
num_vias = 1855
wirelength_mm = 5.370
post_drt_wl_per_cell_um = 12.20
viasPerCell = 4.216
drt_iter0_drc = 42
drc = 0

[clock_network]
worstSkewPairLatency_ps = 320
clockBufferDepth = 2
cts_tree = built
post_cts_buffers = 0
clk_pin_slew_worst_paths_ps = 60
cts_sinks = 64
cts-root-buf = clkbuf_8
cts_max_level = 3
cts_buffers = 9

[cells_and_area]
fillers = 693
postLayoutCellArea_um2 = 3613
layout.area.comb_um2 = 880.8
seqCellArea_um2 = 1361
areaGrowthSynthToFinish_pct = 57.73
drive_gt1_share_pct = 43.70

[min_path]
hp-start = flush
worstHoldPathType = input port to flop

[outcome]
run_status = finished clean
-- path summary, 6_finish.rpt --
kind	to	cells past startpoint	slack [ps]
worst max-delay path	instructionReg[14]	1	50
worst min-delay path	pcReg[16]	3	320
worst max register to register	instructionReg[2]	2	390
worst min register to register	instructionReg[5]	2	480
-- tightest hold or removal path, stage by stage --
cell	delay [ps]
buf_2	160
buf_12	190
nor2_1	60
-- sequential cells by signal (all words and copies together) (netlist names) --
| register | count |
|---|---|
| instructionReg | 32 |
| pcReg | 32 |
-- power by group through the flow --
stage	sequential, mW	clock (mW)	combinational (mW)
final	2.80	1.99	0.742
after global routing	2.82	2.19	0.829
after CTS	2.80	2.10	0.759
-- per-stage QoR --
step	util, %	worst slack (ps)	total power [mW]	instances
final	49.29	52.80	5.534	440
after floorplan	-	145.9	3.122	206
after global routing	49.29	11.01	5.835	440
after CTS	49.29	23.41	5.655	440
after detailed placement	50.13	0.7810	3.720	427
after global placement	50.13	-1.589	3.715	427
-- final cells by class --
type                            count  share of cell area (%)
Tap cell                           99                   3.428
Sequential cell                    64                   37.67
Timing Repair Buffer              136                   29.57
Multi-Input combinational cell    128                   24.38
Clock buffer                       13                   4.952
-- metal layers --
| metal | vias up | share of wire [%] |
|---|---|---|
| met5 | - | 0 |
| met4 | 0 | 1.3 |
| met3 | 8 | 8.5 |
| met2 | 78 | 43 |
| met1 | 828 | 47 |
| li1 | 941 | - |
-- repair_timing --
item	CTS	global route
hold buffers	0	0
endpoints found under the setup margin	64	0
resized	257	0
endpoints found under the hold margin	0	0
-- kinds of logic (layout without fill, tap and decap cells) --
kind of cell           Yosys count  after routing  share of synthesized area (%)
muxes                           64             64                          27.96
and+or+nand+nor                 64             64                          10.49
buffers and inverters           14            149                          5.625
DFF                             64             64                          55.93
-- cells in the final DEF (no fill, tap or decap) --
cell,count
clkbuf_8,13
dfxtp_2,64
mux2i_1,64
clkdlybuf4s50_1,64
buf_12,4
nor2_1,64
buf_4,3
buf_2,65
Power is estimated from default activity; no workload was simulated.
